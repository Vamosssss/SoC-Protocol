[./design.v]
module dpsram #(		
	parameter	DEPTH=8,				 
	parameter	WIDTH=32,				 
	parameter	DEPTH_LOG=$clog2(DEPTH)	 
)(
	input					clk,		 
	input					cs_a, we_a,	 
	input 	[DEPTH_LOG-1:0] ad_a,		 
	input 		[WIDTH-1:0]	wd_a,		 
	output reg  [WIDTH-1:0]	rd_a,		 
	input					cs_b, we_b,	 
	input 	[DEPTH_LOG-1:0] ad_b,		 
	input 		[WIDTH-1:0]	wd_b,		 
	output reg  [WIDTH-1:0]	rd_b		 
);
	reg [WIDTH-1:0]	mem[DEPTH-1:0];
	initial begin
		for (int i=0; i < DEPTH; i++)	mem[i] = 0;
	end
	always @(posedge clk)
		if (cs_a & we_a)	mem[ad_a]	<= wd_a;		 
		else if (cs_a)		rd_a		<= mem[ad_a];	 
	always @(posedge clk)
		if (cs_b & we_b)	mem[ad_b]	<= wd_b;		 
		else if (cs_b)		rd_b		<= mem[ad_b];	 
endmodule
[./constraint.sdc]
current_design dpsram

set clk_period 7.3
set clk_io_pct 0.2

create_clock -name clk0 -period $clk_period [get_ports {clk}]

set non_clock_inputs [all_inputs -no_clocks]
set_input_delay [expr $clk_period * $clk_io_pct] -clock clk0 $non_clock_inputs
set_output_delay [expr $clk_period * $clk_io_pct] -clock clk0 [all_outputs]
[./run.sh]
#!/bin/bash
# OpenROAD 26Q1-2900-gdf79404cd8, Yosys 0.63+post, stock flow scripts
make -C /OpenROAD-flow-scripts/flow DESIGN_CONFIG=/design/flow/config.mk WORK_HOME=/design/flow/orfs finish
[./config.mk]
export PLATFORM = sky130hd
export DESIGN_NAME = dpsram
export DESIGN_NICKNAME = dpsram
export VERILOG_FILES = /design/flow/design.v
export SDC_FILE = /design/flow/constraint.sdc
export NUM_CORES = 4
export LEC_CHECK = 1
export CORE_UTILIZATION = 30
==> ci_impl_report.md <==
### Flow metrics

| Metric | Value |
|---|---|
| Clk latency late pin | 540 ps |
| Post-synth seq share | 0.567 |
| Final Critical Period | 4040 ps |
| Hold path depth | 2 |
| Top area cell types | edfxtp_1, mux2_2, mux4_2 |
| CTS Sinks | 320 |
| Htree depth | 2 |
| # Cells Yosys | 1000 |
| OpenROAD warnings | 25 |
| Worst path depth | 6 |
| R2r startpoint | mem[6][11] |
| CTS clk-pin slew, worst paths | 60 ps |
| Hold WS | 649 ps |
| Via count of the first global-routing pass | 11200 |
| Status | complete, no violations |
| Slew @ Worst Pin | 810 ps |
| Root buf cell | clkbuf_16 |
| Worst slew margin | 0.460 |
| Total die size | 0.0574 mm^2 |
| Leading area contributor after synthesis | edfxtp_1 |
| Drt via density | 5.35 |
| DRT Pass-1 Iters | 5 |
| Cell breakdown of the critical path | buf_4 > buf_4 > nand2_1 > nor2_4 > buf_4 > mux2_2 |
| Fp util | 0.306 |
| CP dominant cell by count | buf_4 |
| Ys Warns | 1 |
| Detail Route Antenna Nets | 0 |
| Hold_sp | mem[4][16] |
| Post-synth EDFFs | 320 |
| CORE AREA | 0.0554 mm^2 |
| Area grow syn2layout | 20.2% |
| Max Slew Vio Count | 0 |
| Critical Path Sink Type | flop |
| CP startpoint kind | primary input |
| Data arrival, critical path | 4330 ps |
| Worst Skew | 9.24 ps |
| Most numerous logic cell after layout | edfxtp_1 |
| Fmax | 0.247 GHz |
| Synth Cell Area | 0.0169 mm^2 |
| Final WS setup | 3260 ps |
| Number of buffers created by CTS | 38 |
| Most numerous logic cells after layout | edfxtp_1, mux2_2, clkdlybuf4s50_1, mux4_2, clkbuf_16 |
| Final setup violation count | 0 |
| DR DRC count | 0 |
| GP Congestion | 0.831 |
| Pwr dens | 222 mW/mm^2 |
| Place WS | 2710 ps |
| Row count | 86 |
| CTS resizes | 0 |
| Post-cts hold-fix buffer tally | 0 |
| Async SR Flop Fraction | 0 |
| Antenna violations before repair | 2 |
| Final worst-path cycle share | 0.554 |
| DIE WIDTH | 240 um |
| Setup Buffers After CTS | 0 |
| Final hold violation count | 0 |
| Clock Path Buffers | 3 |
| First-iteration detailed-routing DRC count | 593 |
| Required @ worst endpoint | 7590 ps |
| Gr usage total | 0.188 |
| First-pass GRT wire length | 74100 um |
| Fill cells | 5088 |
| Worst Hold Class | reg -> reg |
| Die height | 240 um |
| Unrepaired setup endpoints after global routing | false |
| Yosys chip area | 0.0169 mm^2 |
| Bufs and invs on worst path | 3 |
| Fin Setup TNS | 0 ps |
| Largest net degree at the start of global routing | 45 |
| Crit-path slowest cell | buf_4 |
| Share of cells above drive strength 1 | 0.417 |
| Commonest flop | edfxtp_1 |
| Via count | 10200 |
| Crit path max-delay family | buffers and inverters |
| Leakage | 6.47 nW |
| Synth cell types | 36 |
| Flops out of synthesis | 320 |
| Slowest stage delay, CP | 610 ps |
| CP startpoint | ad_a[0] |
| Post-detail-place hpwl | 30500 um |
| Syn_area_per_cell | 16.9 um^2 |
| # Max-Cap Violations | 0 |
| Port Buffers | 138 |
| Grt ovf | 0 |
| CTS tree | yes |
| Top-area cell type share of the netlist area | 0.567 |
| R2R depth | 2 |
| Crit Path Max Fanout | 44 |
| CP Class | in -> reg |
| WL final | 50300 um |
| Routed wire per std cell | 26.4 um |
| IO Pins | 139 |
| Mapped Cells | 1000 |
| Maximum VDD drop | 0.160 mV |
report_power, final:
group | internal (W) | leakage [nW] | switching (W) | total, W
Sequential | 0.00212 | 2.93 | 0.0000318 | 0.00215
Clock | 0.00113 | 0.586 | 0.000740 | 0.00187
Combinational | 0.000251 | 2.95 | 0.000249 | 0.000500
cell usage after synthesis (2+ instances only):
cell and instances:
nor2_2 7, mux2i_1 26, and2_1 2, mux2_4 10
nor3_1 2, mux2_1 16, nor2b_1 3, buf_6 3
edfxtp_1 320, a21oi_1 16, o211ai_1 24, o22ai_1 6
nand2b_1 4, mux2_2 286, nand2_1 24, buf_1 4
a32oi_1 24, buf_2 29, a22oi_1 24, clkbuf_1 23
buf_4 21, a211o_1 24, a221oi_1 2, buf_12 2
or2_2 2, nor3_4 2, a21boi_0 8, mux4_2 78
metrics by stage:
stage	total power, W	area [um^2]	cells	util
floorplan	0.00247	16900	1000	-
global placement	0.00268	19100	1836	0.345
detailed placement	0.00269	19100	1836	0.345
CTS	0.00457	20400	1905	0.367
global route	0.00467	20400	1906	0.367
finish	0.00452	20400	1906	0.367
tightest hold or removal path, cell delays in order (launching register included):
cell and delay [ps]:
edfxtp_1 330, a32oi_1 110, o211ai_1 90
metal layers:
metal	GRT usage	wire, um	vias up
met5	0	13	-
li1	-	-	4409
met2	0.306	24900	557
met3	0.0873	5460	77
met1	0.234	18700	5143
met4	0.0416	1190	2
sequential cells by signal, summed over array words and instances, names as in the netlist:
name / flops
mem: 256
rd_a: 32
rd_b: 32
layout make-up:
type / instances / area, um^2 / share of cell area
multi-input cells: 596 / 6990 / 0.343
flip-flops and latches: 320 / 9610 / 0.472
repair buffers: 170 / 1600 / 0.0787
clock buffers: 57 / 1090 / 0.0533
clock inverters: 12 / 131 / 0.00645
well taps: 748 / 936 / 0.0460
diodes: 1 / 2.50 / 0.000123
inverters: 2 / 7.51 / 0.000369
final timing paths:
kind | slack, ps | to
hold / removal | 650 | rd_a[16]
setup / recovery | 3260 | mem[3][22]
hold reg to reg | 650 | rd_a[16]
setup reg to reg | 5830 | rd_b[11]
cells by family (layout without fill, tap and decap cells):
group | after synthesis | after routing | synth area share
muxes | 416 | 416 | 0.329
DFF | 320 | 320 | 0.567
AOI/OAI and AO/OA | 129 | 129 | 0.0581
buffers and inverters | 84 | 241 | 0.0287
and+or+nand+nor | 51 | 51 | 0.0174
other | 0 | 1 | 0
Power is estimated from default activity; no workload was simulated.

## ./design.v

```verilog
module sync_fifo #(		
	parameter	DEPTH=8,            
	parameter	WIDTH=32,           
	parameter	AF_LEVEL = 1,       
	parameter	AE_LEVEL = 1,       
  	parameter	DEPTH_LOG=$clog2(DEPTH)  
)(
	input					clk,         
	input					rstn,        
	input					push,        
	input					pop,         
	input 		[WIDTH-1:0]	din,        
	output 		[WIDTH-1:0]	dout,       
	output					full,        
	output					empty,       
	output					a_full,      
	output					a_empty      
);
	reg [WIDTH-1:0]		mem[DEPTH-1:0]; 
	reg [DEPTH_LOG-1:0]	wr_ptr;
	reg [DEPTH_LOG-1:0]	rd_ptr;
	reg [DEPTH_LOG  :0]	diff_ptr;
	always @(posedge clk, negedge rstn)
	if	(!rstn) begin
		for (int i=0; i<DEPTH; i++) 
			mem[i] = 0;
	end else if (push) begin
		mem[wr_ptr] <= din;
	end
	always @(posedge clk, negedge rstn)
	if		(!rstn) 
		wr_ptr <= 0;
	else if (push) 
		wr_ptr <= wr_ptr + 1;
	always @(posedge clk, negedge rstn)
	if		(!rstn) 
		rd_ptr <= 0;
	else if (pop) 
		rd_ptr <= rd_ptr + 1;
	assign dout = mem[rd_ptr];
	always @(posedge clk, negedge rstn)
	if		(!rstn) 
		diff_ptr <= 0;
	else 
		diff_ptr <= diff_ptr + push - pop;	
	assign	full  = diff_ptr >= DEPTH;
	assign	a_full = diff_ptr >= DEPTH - AF_LEVEL;
	assign	empty = diff_ptr == 0;
	assign	a_empty = diff_ptr <= AE_LEVEL;	
endmodule
```

## ./run.sh

```bash
#!/bin/bash
# OpenROAD 26Q1-2900-gdf79404cd8, Yosys 0.63+post, stock flow scripts
make -C /OpenROAD-flow-scripts/flow DESIGN_CONFIG=/design/flow/config.mk WORK_HOME=/design/flow/orfs finish
```

## ./config.mk

```make
export PLATFORM = sky130hd
export DESIGN_NAME = sync_fifo
export DESIGN_NICKNAME = sync_fifo
export VERILOG_FILES = /design/flow/design.v
export SDC_FILE = /design/flow/constraint.sdc
export NUM_CORES = 4
export LEC_CHECK = 1
export CORE_UTILIZATION = 50
```

## ./constraint.sdc

```tcl
current_design sync_fifo

set clk_period 6.9
set clk_io_pct 0.2

create_clock -name clk0 -period $clk_period [get_ports {clk}]

set non_clock_inputs [all_inputs -no_clocks]
set_input_delay [expr $clk_period * $clk_io_pct] -clock clk0 $non_clock_inputs
set_output_delay [expr $clk_period * $clk_io_pct] -clock clk0 [all_outputs]
```

==> reports/metrics.cfg <==
[clock_network]
clk_latency_ps = 530
cts_setup_buffers = 0
clockRootBuffer = clkbuf_16
h-tree-depth = 1
cts.clk_slew.worst_paths_ps = 60
clock_sinks = 266
cts-resized-gates = 0
postCtsHoldBufs = 0
cts_buffer_depth = 3
cts_tree = built
cts_buffers = 29

[floorplanning]
rows = 56
fp_util = 0.514
ios = 72
die_area_um2 = 25000
die_x_um = 158
core_um2 = 23700
die_h_um = 158

[final_timing]
skew_ps = 9.22
worst_pin_slew_ps = 701
whs_ps = 500
fin_setup_tns_ps = 0
rsz0062_at_grt = no
period_needed_ps = 5190
finalCritPeriodShare = 0.752
slew_violations = 0
hold_violations = 0
setup_viol = 0
max_slew_margin = 0.533
fmax_mhz = 193

[final_layout]
lay_top_count = mux2_2
drive_gt1_frac = 0.425
utilization = 0.602
layout_top_cells = mux2_2, dfrtp_1, clkdlybuf4s50_1, nand2_1
num-fill-cells = 1815
area_growth_pct = 17.2
stdcell_area_um2 = 14300

[status]
status = finished, final reports clean

[logic_synthesis]
syn-cell-area_um2 = 12200
ys_chip_area_um2 = 12200
netlist_instances = 877
synth_cell_types = 28
synth.avg_cell_area_um2 = 13.9
synth.area.top_cells = dfrtp_1, mux2_2, a41oi_2
ys_cells = 877
synth.top_cell.area_share = 0.547
yosys_warnings = 2
synth_flops = 266
yosys.stat.seqShare = 0.547
yosys.area.top_type = dfrtp_1

[critical_path]
start_kind = flop
crit_path_end_kind = output pin
path_cells = buf_4 > inv_1 > ha_2 > or4_2 > or2_2 > buf_4 > a41oi_1 > clkdlybuf4s50_1
critPathSlowestCell = or4_2
cp.arrival_ps = 3810
cp_common_cell = buf_4
path_max_fanout = 32
crit_type = flop to output pin
slowest_delay_ps = 650
worstPathRequired_ps = 5520

[route]
drc_errors = 0
ant_nets = 0
drt_wl_total_mm = 28.9
vias_per_cell = 5.94
avgRoutedWirePerCell_um = 22.7
drtIter0Drc = 467
dr_total_vias = 7556
n_antenna_cell = 0
drt_first_pass_iters = 8

[worst_hold_path]
hp-class = flop to flop

[power_and_ir_drop]
ir_drop_mv = 0.332
p_per_area_nw_per_um2 = 537
leakagePower_uw = 0.00601

[global_routing]
grt_pass1_wl_mm = 45.9
grt_use_total = 0.257
grt_start_max_net_pins = 129
grt_pass1_vias = 8037
antenna_found_initial = 0
gr-total-overflow = 0

[placed_design]
io_buffers = 71
placed_cell_area_um2 = 13200
place_congestion = 0.762
hpwl_mm = 15.8

[run]
warnings = 37
max_cap_viol_count = 0

==> sequential cells by signal, summed over array words and instances, names as in the netlist <==
register and count:
rd_ptr 3, mem 256, wr_ptr 3, diff_ptr 4
==> where the power goes <==
group / switching (uW) / internal, uW / total, uW
Clock: 599 / 1050 / 1650
Sequential: 393 / 2350 / 2740
Combinational: 1420 / 1840 / 3270
Total: 2420 / 5250 / 7660
==> worst paths after layout <==
check	start	to	slack, ps	cells after the start
max	rd_ptr[2]$_DFFE_PN0P_	dout[10]	1710	8
min	mem[1][26]$_DFFE_PN0P_	mem[1][26]$_DFFE_PN0P_	500	1
max reg2reg	wr_ptr[0]$_DFFE_PN0P_	mem[2][27]$_DFFE_PN0P_	4750	5
min reg2reg	mem[1][26]$_DFFE_PN0P_	mem[1][26]$_DFFE_PN0P_	500	1
max in group asynchronous	rstn	rd_ptr[2]$_DFFE_PN0P_	4850	2
min in group asynchronous	rstn	mem[0][26]$_DFFE_PN0P_	850	1
==> kinds of logic (layout without fill, tap and decap cells) <==
kind of cell / after synthesis / count (layout) / synth area share
multiplexers: 288 / 288 / 0.266
flip-flops: 266 / 266 / 0.547
AND/OR/NAND/NOR: 117 / 117 / 0.0413
AND-OR/OR-AND: 103 / 103 / 0.0943
buffers and inverters: 79 / 156 / 0.0271
adder cells (fa/ha/maj): 20 / 20 / 0.0212
XOR/XNOR: 4 / 4 / 0.00288
==> critical path: cells and delay by family, from the launching register on <==
| family | cells | cell delay, ps |
|---|---|---|
| buf+inv | 4 | 1340 |
| simple gates | 2 | 1080 |
| fa+ha+maj | 1 | 200 |
| flops | 1 | 350 |
| compound gates | 1 | 280 |
==> layout make-up <==
cell class | instances | area (um^2) | area share
Clock buffer | 39 | 823 | 0.0577
Sequential cell | 266 | 6660 | 0.467
Tap cell | 319 | 399 | 0.0280
Multi-Input combinational cell | 532 | 5240 | 0.367
Clock inverter | 11 | 210 | 0.0147
Inverter | 14 | 52.6 | 0.00368
Timing Repair Buffer | 92 | 886 | 0.0621
==> metrics by stage <==
stage               cells  setup WS (ps)  total power (uW)
floorplan             877           2660              4760
global placement     1223           2260              5930
detailed placement   1223           2280              6030
CTS                  1273           1680              7730
global route         1273           1530              8150
finish               1273           1710              7660
==> cell usage after synthesis, drive strengths merged <==
master,number
a222oi,32
ha,19
inv,14
nand3,4
a31o,1
mux2,288
or2,1
dfrtp,266
clkbuf,35
o21ai,2
fa,1
a22o,32
nor2b,3
a21o,1
or4,1
xor2,3
and2,2
nor3,32
nand2,72
buf,30
xnor2,1
a41oi,32
a21oi,3
nor2,2
==> routing by layer <==
layer,global-route usage,share of wire
met1,0.402,0.45
met4,0.0444,0.020
met5,0,0
met2,0.398,0.48
met3,0.0510,0.050
Power is estimated from default activity; no workload was simulated.

==> flow/design.v <==
module tpsram #(		
	parameter	DEPTH=8,				 
	parameter	WIDTH=32,				 
	parameter	DEPTH_LOG=$clog2(DEPTH)	 
)(
	input					clk,	 
	input					we, 	 
	input 	[DEPTH_LOG-1:0] wa,		 
	input 		[WIDTH-1:0]	wd,		 
	input					re, 	 
	input 	[DEPTH_LOG-1:0] ra,		 
	output reg	[WIDTH-1:0]	rd		 
);
	reg [WIDTH-1:0]	mem[DEPTH-1:0];
	initial begin
		for (int i = 0; i < DEPTH; i++)	mem[i] = 0;
	end
	always @(posedge clk)
		if (we)		mem[wa]	<= wd;
	always @(posedge clk)
		if (re)		rd		<= mem[ra];		
endmodule
==> flow/run.sh <==
#!/bin/bash
# OpenROAD 26Q1-2900-gdf79404cd8, Yosys 0.63+post, stock flow scripts
make -C /OpenROAD-flow-scripts/flow DESIGN_CONFIG=/design/flow/config.mk WORK_HOME=/design/flow/orfs finish
==> flow/config.mk <==
export PLATFORM = sky130hd
export DESIGN_NAME = tpsram
export DESIGN_NICKNAME = tpsram
export VERILOG_FILES = /design/flow/design.v
export SDC_FILE = /design/flow/constraint.sdc
export NUM_CORES = 4
export LEC_CHECK = 1
export CORE_UTILIZATION = 50
==> flow/constraint.sdc <==
current_design tpsram

set clk_period 5.4
set clk_io_pct 0.2

create_clock -name clk0 -period $clk_period [get_ports {clk}]

set non_clock_inputs [all_inputs -no_clocks]
set_input_delay [expr $clk_period * $clk_io_pct] -clock clk0 $non_clock_inputs
set_output_delay [expr $clk_period * $clk_io_pct] -clock clk0 [all_outputs]
==> run notes <==
The layout was made with Yosys and OpenROAD.

The flow ran to the end, and the final reports show no timing, DRC or antenna violations. The share of the clock period used by the worst path is 52.3%. The width of the die is 149 um. The sum of routed wire length over all layers is 18600 um. The total number of vias is 4528.

Per the detail_route report, vias per standard cell equal 5.62. The DRC violation count after routing is 0. Per the post-CTS timing run, clock transition at the registers of the reported paths is 60 ps. The leakage power of the design is 4.12 nW. Per the placement report, the placed cell count is 759. The worst min-delay path class is flip-flop to flip-flop. The share of post-route cells with drive strength above 1 is 21.9%.

Per the final report, max-transition violations number 0. The setup fix buffers added after clock tree synthesis is 0. The critical path in this run is classified as input port to flip-flop. Setup repair after global routing left no endpoint under its margin. The number of clock buffers inserted by TritonCTS is 28. The CTS tree is yes. The synthesized area divided by synthesized cell count is 26.0 um^2. The maximum fanout encountered on the critical timing path is 44.

Once the floorplan was initialized, standard cells occupied 51.2% of the core. The sequential-to-total area share from yosys stat is 80.2%. The standard cell core area is 21100 um^2.

On the final layout, the worst hold slack is 740 ps. The count of warning messages emitted by the tools is 25. The run reported a max-capacitance violation count of 0.

The number of antenna violations at the first check in global routing came to 0. The minimum period implied by the final worst setup slack is 2820 ps. The violation tally recorded at the end of detailed-routing iteration 0 is 241.

No sink is reached through more buffers than the 3 on the longest clock path. The data arrival time of the worst path is 3100 ps. STA classifies the critical path startpoint as an input port. The chip area line of the yosys report is 10800 um^2. The clock tree has to reach 288 sinks. The data required time at the worst endpoint is 5680 ps. The cell at the root of the clock tree is sky130_fd_sc_hd__clkbuf_16.

Summed over all nets, the half-perimeter wirelength after detailed placement is 9620 um. The global routing usage summed across all routing layers is 20.1%. After its last routability iteration, the placer logged a weighted congestion of 0.717.

The pin closest to its max-slew limit shows a slew of 829 ps. The filler cells instantiated in the layout total 1469. STA classifies the critical path endpoint as a flip-flop. Post-CTS repair ended up resizing 0 cells. The deepest level of the CTS H-tree is 1.

Setup violations remaining at the end of the flow were counted as 0. The number of buffers inserted by port buffering is 72. After routing, the total negative slack on setup checks comes to 0 ps.

Entering global routing, the biggest net connects 45 pins. The fmax is 354 MHz. The cell area that synthesis handed to floorplanning was 10800 um^2. The first global-routing pass estimated 28200 um of wire. Across the routed clock network, the largest skew measured is 15.6 ps. The unique cell type count in the Yosys netlist is 12. The overall power is 0.00458 W. The instance tally after logic synthesis is 415. Row generation in the floorplan step produced 53 rows. The remaining max-slew budget at the tightest pin is 44.7%. According to the floorplan report, the die height is 149 um. The via count of the first global-routing pass is 4944.

The worst supply voltage drop on vdd is 0.275 mV. The insertion delay of the later-clocked pin in the worst-skew pair is 540 ps. The overall die size recorded for this design is 22200 um^2. The number of cells in Yosys stat is 415.

Per the summary, power density relative to cell area is 361 nW/um^2. Per the run report, area growth between synthesis and finish was 17.7%. Counting endpoints that fail hold in the final report gives 0. The total I/O pin count is 73. Per the post-route antenna check, the number of violating nets is 0.

After global routing the overflow that remains totals 0. Excluding fillers, the count of instances in the completed layout stands at 805. The number of antenna diodes is 0. The first detailed-routing pass took 4 iterations.

The count of yosys warnings during synthesis is 1. The total of hold buffers inserted after clock tree synthesis is 0. Per the detail_route report, routed wire per instance is 23.2 um.

The number of flip-flops and latches in the synthesized netlist is 288.
## critical path, cell delays in order
cell                     delay, ps
sky130_fd_sc_hd__buf_4         630
sky130_fd_sc_hd__buf_4         490
sky130_fd_sc_hd__mux4_1        600
sky130_fd_sc_hd__mux2_2        280
## layout by cell type, fill, tap and decap left out, types with 3 or more instances in the layout
cell type and instances:
sky130_fd_sc_hd__nor2_4 6, sky130_fd_sc_hd__mux4_2 24, sky130_fd_sc_hd__edfxtp_1 288, sky130_fd_sc_hd__mux4_1 40, sky130_fd_sc_hd__clkbuf_1 9, sky130_fd_sc_hd__clkbuf_16 28
sky130_fd_sc_hd__clkinv_1 4, sky130_fd_sc_hd__clkdlybuf4s50_1 68, sky130_fd_sc_hd__mux2_2 32, sky130_fd_sc_hd__nand2b_1 3, sky130_fd_sc_hd__buf_2 3, sky130_fd_sc_hd__buf_4 16
## layer usage
metal | wire length [um] | up-vias | track usage (%) | part of all wire [%]
li1 | - | 2007 | - | -
met1 | 6320 | 2227 | 28.1 | 34
met2 | 9570 | 265 | 30.9 | 51
met3 | 2360 | 29 | 12.2 | 13
met4 | 403 | 0 | 3.27 | 2.2
met5 | 0 | - | 0 | 0
## worst paths after layout
path | endpoint | slack (ps) | cells after the start | from
setup reg to reg | rd[4] | 3990 | 2 | mem[3][4]
setup / recovery | rd[24] | 2580 | 4 | ra[0]
hold / removal | rd[26] | 740 | 2 | mem[0][26]
hold reg to reg | rd[26] | 740 | 2 | mem[0][26]
## power by group
part           internal, W  leakage, nW  switching [W]  total (W)
combinational     0.000137         1.08       0.000110   0.000247
clock             0.000997        0.397       0.000761    0.00176
sequential         0.00255         2.64      0.0000188    0.00257
total              0.00369         4.12       0.000890    0.00458
## cells by family after synthesis
group                  after synthesis  synth area share [%]
buffers and inverters               18                  1.18
DFF                                288                  80.2
and+or+nand+nor                     13                 0.545
muxes                               96                  18.1
## state kept, by name, indices dropped and copies added, names as in the netlist
| signal | count |
|---|---|
| rd | 32 |
| mem | 256 |
## layout make-up
class                   count  area, um^2  share of cell area [%]
clock inverters             9        82.6                   0.651
clock buffers              37         734                    5.79
well taps                 275         344                    2.71
repair buffers             87         816                    6.43
flip-flops and latches    288        8650                    68.1
multi-input cells         109        2070                    16.3
## synth_stat cells
| cell type | n | share of area [%] |
|---|---|---|
| sky130_fd_sc_hd__clkbuf_1 | 1 | 0.035 |
| sky130_fd_sc_hd__edfxtp_1 | 288 | 80 |
| sky130_fd_sc_hd__buf_6 | 7 | 0.73 |
| sky130_fd_sc_hd__nand2_1 | 2 | 0.070 |
| sky130_fd_sc_hd__mux4_1 | 40 | 9.7 |
| sky130_fd_sc_hd__mux2_2 | 32 | 3.3 |
| sky130_fd_sc_hd__buf_2 | 6 | 0.28 |
| sky130_fd_sc_hd__mux4_2 | 24 | 5.0 |
| sky130_fd_sc_hd__nand2b_1 | 3 | 0.17 |
| sky130_fd_sc_hd__nor3_1 | 2 | 0.093 |
| sky130_fd_sc_hd__buf_1 | 4 | 0.14 |
| sky130_fd_sc_hd__nor2_1 | 6 | 0.21 |
## metrics by stage
stage	setup WS (ps)	cell area (um^2)	utilization (%)
final	2580	12700	60.2
after global routing	2450	12700	60.2
after CTS	2540	12700	60.2
after detailed placement	1990	11900	56.3
after global placement	2010	11900	56.3
after floorplan	1470	10800	-
No activity file was given, so power comes from the tool's default toggle rates.
